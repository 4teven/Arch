==> run.sh <==
#!/bin/bash
# OpenROAD 26Q1-2900-gdf79404cd8, Yosys 0.63+post, stock flow scripts
make -C /OpenROAD-flow-scripts/flow DESIGN_CONFIG=/design/flow/config.mk WORK_HOME=/design/flow/orfs finish
==> config.mk <==
export PLATFORM = sky130hd
export DESIGN_NAME = IDEX
export DESIGN_NICKNAME = IDEX
export VERILOG_FILES = /design/flow/design.v
export SDC_FILE = /design/flow/constraint.sdc
export NUM_CORES = 4
export LEC_CHECK = 1
export CORE_AREA = 10 10 164 164
export DIE_AREA = 0 0 174 174
==> constraint.sdc <==
current_design IDEX

set clk_period 1.0
set clk_io_pct 0.2

create_clock -name clk0 -period $clk_period [get_ports {clk}]

set non_clock_inputs [all_inputs -no_clocks]
set_input_delay [expr $clk_period * $clk_io_pct] -clock clk0 $non_clock_inputs
set_output_delay [expr $clk_period * $clk_io_pct] -clock clk0 [all_outputs]
==> design.v <==
module IDEX(input clr, input clk,
input RegWriteD,input MemtoRegD,input MemWriteD,
input [1:0]AluCtrD,input AluSrcD,
input RegDstD,input [31:0]busaD, input[31:0]busbD,
input [4:0]rd, input [4:0] rt,
input [31:0]signD, input[31:0] pcplus4D,
input[4:0]rs,
output reg RegWriteE,output reg MemtoRegE,output reg MemWriteE,
output reg [1:0]AluCtrE,output reg AluSrcE,
output reg RegDstE, output reg [31:0]busaE, output reg[31:0]busbE, 
output reg [4:0]rdE, output reg [4:0]rtE,
output reg [31:0]signE, output reg[31:0] pcplus4E,
output reg[4:0]rsE);
  always @(posedge clk)begin 
    if(clr) begin 
      RegWriteE=0;
      MemtoRegE=0;
      AluCtrE=0;
      AluSrcE=0;
      RegDstE=0;
      busaE=0;
      busbE=0;
      MemWriteE=0;
      rdE=0;
      rtE=0;
      signE=0;
      pcplus4E=0;
      rsE=0;
    end
  else begin
    RegWriteE=RegWriteD;
    MemtoRegE=MemtoRegD;
    AluCtrE=AluCtrD;
    AluSrcE=AluSrcD;
    RegDstE=RegDstD;
    busaE=busaD;
    busbE=busbD;
    MemWriteE=MemWriteD;
    rdE=rd;
    rtE=rt;
    signE=signD;
    pcplus4E=pcplus4D;
    rsE=rs;
  end
  end
endmodule 
==> flow_results.org <==
* Implementation run

** Outcome
- Run status :: finished with violations
- Failing checks :: setup timing

** Floorplanning
- Total Die Area :: 30300 um2
- Effective utilization at floorplan :: 17.2%
- Number of rows in the core area :: 56
- Per the OpenROAD floorplan log, the height of the die is 174 um.
- The core region is 23400 um2.
- IO Pins :: 302
- X dimension of the die :: 174 um

** Global route
- The number of antenna violations at the first check in global routing was 0.
- Global routing consumed, on the met3 layer, 5.64% of the routing resources.
- Entering global routing, the biggest net connects 41 pins.
- The via count of the first global-routing pass is 3318.
- Met1 capacity usage during global routing :: 11.1%
- Overflow after GRT :: 0
- The first global-routing pass estimated 21.6 mm of wire.
- Global routing usage summed across all routing layers :: 9.43%
- Met2 global-route usage :: 14.8%
- The global router reports that the layer with the highest usage is met2.

** Critical path
- According to the timing report, the critical path is launched from busaE[17]$_SDFF_PP0_.
- Critical path depth in cells :: 1
- Worst setup path end :: busaE[17]
- Worst Setup Start Kind :: flop
- Critical path's largest stage delay :: 0.32 ns
- Maximum fanout count along the critical path :: 1
- The worst setup path is captured at an output port.
- The report lists the cells along the critical path as buf_2.
- Looking at the critical path, the single cell with the biggest stage delay is dfxtp_2.
- The data required time reported for the critical path is 0.80 ns.
- Together, buffers and inverters on the worst path number 1.
- The OpenROAD report gives the critical path a data arrival time of 0.84 ns.
- CP top delay family :: flip-flops
- The critical path is of the reg -> out type.

** Yosys
- Top cell types by occurrence after synthesis :: dfxtp_1, nor2b_1, buf_2
- Per the Yosys statistics, synthesis produced 316 cells.
- Synthesized flop and latch total :: 150
- For this run, the leading register cell type out of synthesis is dfxtp_1.
- The synthesized design devotes to its leading area cell type 74.6% of total area.
- The cell-mix breakdown from Yosys lists the compound-gate area share as 0%.
- Of the total synthesized cell area, the portion taken by XOR and XNOR cells is 0%.
- Summing the areas of all fa, ha and maj instances in the mapped netlist gives 0% of the synthesized area.
- Synth mux share :: 0%
- Synth async-reset ratio :: 0%
- Post-synth EDFFs :: 0
- In the post-synthesis netlist, the biggest area contributors are dfxtp_1, nor2b_1, buf_2.
- The synthesized netlist occupies a cell area of 4020 um2.
- Top logic cell family in the synthesized netlist :: simple AND/OR/NAND/NOR gates
- Gate count after technology mapping :: 316
- In the Yosys report, the sequential cells make up 74.6% of the chip area.
- Library cell with the largest summed area after synthesis :: dfxtp_1
- Chip area line of the yosys report :: 4020 um2
- Count of synthesis-stage warnings from yosys :: 1
- Number of distinct library cells after synthesis :: 4
- Summing the areas of all and, or, nand and nor instances in the mapped netlist gives 23.3% of the synthesized area.
- Per the post-synthesis stats, the area per cell is 12.7 um2.

** Detailed routing
- Wirelength per Cell :: 15.3 um
- In this run, the number of DRC markers left after iteration 0 of detailed routing was 120.
- Once detail routing completed, the nets flagged for antenna violations numbered 0.
- For this run, the detailed router reports a per-instance via density of 3.27.
- In the log, the iteration count for the first detailed-route pass is 2.
- Number of diodes added for antenna fixing :: 0
- TritonRoute reported its final design rule violation total as 0.
- Post-Route WL :: 14.7 mm
- DR vias :: 3142

** Pwr
- Leakage power total :: 3.28 nW
- Total power divided by cell area :: 1980 nW/um2
- Largest vdd supply drop :: 0.00100 V
- Total power for the finished layout comes to 14.8 mW.

** STA
- After layout, the worst setup slack is -0.0440 ns.
- For this run, the final setup violation count is recorded as 122.
- Counting I/O delays and the setup requirement, the final critical path takes 1.04 ns.
- Setup repair after global routing could not meet its margin everywhere.
- Peak clock frequency supported by timing :: 958 MHz
- Final hold viol count :: 0
- Across all hold checks on the routed design, the worst slack comes to 0.202 ns.
- Share of the cycle needed by the critical path after routing :: 104%
- Worst-Margin Slew :: 0.218 ns
- Slew Limit Fails :: 0
- Across all checked pins, the minimum headroom to the slew limit is 85.5%.

** Clock network
- TritonCTS built the clock tree.
- Largest buffer count on any clock path :: 2
- Total clock buffers created by CTS :: 17
- The clock net in this run drives a total of 150 sinks.
- Clock tree synthesis selected as its root buffer the cell clkbuf_16.
- Cts-stage hold buffer count :: 0
- On the worst setup and hold paths after CTS, the clock-pin slew comes to 0.06 ns.
- Max H-tree Level :: 4

** Placement
- OpenSTA, run right after detailed placement, puts the worst setup slack at -0.0510 ns.
- Global placer's final weighted congestion :: 0.802
- In this run the cell area measured after placement is 7490 um2.
- Tally of buffers added on design ports :: 301
- The detailed placer reported the number of placed instances as 930.
- Detailed placement ended at an HPWL of 11.8 mm.

** Hold path
- Worst hold-check path type :: in -> reg

** Run
- Number of warnings in the stage logs :: 27
- Per the run summary, max-cap violations total 0.

** Layout
- Cell Count, Final, Fillers Out :: 962
- The layout summary lists the proportion of cells stronger than drive strength 1 as 33.7%.
- Final standard cell area without fillers :: 7450 um2
- Area Growth Syn to Fin :: 85.1%
[placed cells by master, fill, tap and decap left out]
| cell type | count |
|---|---|
| nor2b_1 | 150 |
| dfxtp_1 | 126 |
| inv_6 | 4 |
| buf_12 | 5 |
| clkdlybuf4s50_1 | 150 |
| buf_6 | 4 |
| clkinv_2 | 2 |
| clkbuf_16 | 17 |
| clkbuf_8 | 1 |
| dfxtp_2 | 24 |
| clkinvlp_4 | 3 |
| buf_4 | 6 |
| buf_2 | 146 |
| bufinv_16 | 5 |
[layout make-up]
type,instances,area (um2)
Fill cell,2443,16000
Sequential cell,150,3030
Timing Repair Buffer,311,2420
Multi-Input combinational cell,150,938
Clock buffer,18,439
Tap cell,319,399
Clock inverter,14,218
[stage by stage]
stage,utilization (%),setup TNS [ns]
global route,31.8,-8.88
global placement,32.0,-0.196
detailed placement,32.0,-0.199
finish,31.8,-1.16
CTS,31.8,-6.07
floorplan,-,0
[metal layers]
metal  vias to the layer above  part of all wire (%)
met3                         9                    13
met1                      1365                    40
met2                       194                    45
li1                       1574                     -
met4                         0                   1.5
met5                         -                     0
[flip-flops by register name, summed over array words and instances, names as in the netlist]
register,cells
signE,32
AluSrcE,1
RegDstE,1
MemWriteE,1
rtE,5
busaE,32
MemtoRegE,1
busbE,32
rdE,5
RegWriteE,1
rsE,5
pcplus4E,32
AluCtrE,2
[power by group]
group | internal (mW) | switching (mW)
clock network | 4.53 | 2.64
logic | 0.912 | 0.325
registers | 6.30 | 0.0695
[how the worst min path moves through the flow]
stage     startpoint                      end  slack (ns)  depth (start not counted)
4_1_cts          clr     busaE[30]$_SDFF_PP0_        0.19                          3
5_1_grt          clr     busaE[30]$_SDFF_PP0_        0.21                          3
6_report         clr  pcplus4E[28]$_SDFF_PP0_        0.20                          3
[cell families after synthesis]
family	Yosys count
buffers and inverters	16
flip-flops	150
AND/OR/NAND/NOR	150
[repair_timing]
action,4_1_cts,5_1_grt
setup endpoints to repair,150,150
buffers inserted,0,0
resized,501,8
Power and IR drop assume default switching activity.

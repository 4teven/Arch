<file path="flow/design.v">
module ifu(clk,reset,insout,pcnew,ifu_imm,pcplus4F,StallF,zero,nPC_sel,j_sel);
      input clk,reset,zero,nPC_sel,StallF,j_sel;
      input [31:0]pcnew;
      output [15:0]ifu_imm;
       output [31:0]insout;
       output [31:0]pcplus4F;
       reg [31:0]pc;
       reg[7:0] im[1023:0];
       wire [31:0]pcnext;
       assign pcnext=(((nPC_sel&zero)|j_sel)===1)?pcnew:pcplus4F;
       assign insout={im[pc[9:0]],im[pc[9:0]+1],im[pc[9:0]+2],im[pc[9:0]+3]};
       assign ifu_imm=insout[15:0];
       always@(posedge clk, posedge reset)
       begin
         if(reset) 
           pc = 32'h0000_3000;
         else if(StallF!==1) 
           pc=pcnext; 
       end
       assign pcplus4F=pc+4;
     endmodule
</file>
<file path="flow/run.sh">
#!/bin/bash
# OpenROAD 26Q1-2900-gdf79404cd8, Yosys 0.63+post, stock flow scripts
make -C /OpenROAD-flow-scripts/flow DESIGN_CONFIG=/design/flow/config.mk WORK_HOME=/design/flow/orfs finish
</file>
<file path="flow/config.mk">
export PLATFORM = sky130hd
export DESIGN_NAME = ifu
export DESIGN_NICKNAME = ifu
export VERILOG_FILES = /design/flow/design.v
export SDC_FILE = /design/flow/constraint.sdc
export NUM_CORES = 4
export LEC_CHECK = 1
export CORE_UTILIZATION = 30
export SYNTH_MEMORY_MAX_BITS = 65536
</file>
<file path="flow/constraint.sdc">
current_design ifu

set clk_period 4.9
set clk_io_pct 0.2

create_clock -name clk0 -period $clk_period [get_ports {clk}]

set non_clock_inputs [all_inputs -no_clocks]
set_input_delay [expr $clk_period * $clk_io_pct] -clock clk0 $non_clock_inputs
set_output_delay [expr $clk_period * $clk_io_pct] -clock clk0 [all_outputs]
</file>
==> impl_metrics.yaml <==
# implementation run metrics
run_status:
  status: "completed"
setup_path:
  worstSetupStartpoint: "pc[2]$_DFFE_PP0N_"
  cp-end-kind: "primary output"
  worstSetupStartpointType: "flip-flop"
  r2r_cells: 5
  crit_type: "flip-flop to primary output"
  worst_r2r_startpoint: "pc[2]$_DFFE_PP0N_"
  required_ns: 3.92
  crit_arrival_ns: 2.83
  crit_path_max_fanout: 6
  r2r_end: "pc[26]$_DFFE_PP0N_"
  crit_end: "pcplus4F[24]"
  r2r_setup_slack_ns: 2.65
logic_synthesis:
  ys_cells: 349
  ys_area_sq_um: 2819
  synth_warnings: 1
  edf_count: 0
  synth_area_leader_cell: "dfrtp_1"
  postSynthSeqShare_pct: 28.50
  synth_top_flop_cell: "dfrtp_1"
  synth.avg_cell_area_sq_um: 8.077
  async_flop_share_pct: 100.0
  ys.flops: 32
  topCellsByArea: "dfrtp_1, buf_4, o22a_1"
  top_area_share_pct: 26.63
  syn-cell-area_sq_um: 2819
  netlist_instances: 349
  synth_cell_types: 48
power:
  power_density_nw_per_um2: 246.0
  peakVddDrop_mv: 0.1087
  total_leakage_power_nw: 1.349
  power_mw: 0.8521
placed_design:
  dpl_cell_area_sq_um: 3373
  routabilityCongestion: 0.8387
  placedCellCount: 501
  dp_slack_ns: 1.413
  dpl.hpwl_mm: 4.854
  port_buffers: 69
clocking:
  root_buffer: "clkbuf_8"
  path_clk_slew_ns: 0.07
  cts_tree: "yes"
  clockBufferDepth: 2
  cts.htree.levels: 2
  cts_setup_buffers: 0
  hold_buffers: 0
  cts_sinks: 32
  cts_buffers: 5
  post_cts_resized: 0
  clkLatencyLatePin_ns: 0.28
drt:
  vias: 2547
  n_antenna_cell: 0
  avgViaCountPerCell: 5.004
  drtIter0Drc: 148
  wire_per_inst_um: 13.65
  wirelength_mm: 6.946
  ant_nets: 0
  drcViolationCount: 0
  drtPass1Iterations: 4
finish:
  layout-drive-gt1-share_pct: 6.533
  fin_area_sq_um: 3463
  area_growth_pct: 22.86
  largest_reg_flops: 32
  final_util_pct: 37.84
  fin_cells: 509
floorplan:
  die_x_um: 98.94
  fp_util_pct: 30.80
  chipArea_sq_um: 9788
  num_rows: 35
  core_area_sq_um: 9153
  dieHeight_um: 98.94
  ios: 118
global_routing:
  grt_pass1_wl_mm: 10.90
  antenna_found_initial: 0
  grt.total_usage_pct: 13.88
  grt_pass1_vias: 2226
  grt_overflow: 0
  grt_max_degree: 57
sta:
  maxSlewHeadroom_pct: 42.19
  worst_pin_slew_ns: 0.8672
  period_needed_ns: 3.810
  setup_viol: 0
  setup_tns_ns: 0
  grt_setup_unrepaired: "false"
  setup_ws_ns: 1.090
  finClkSkew_ns: 0.008145
  maxSlewViolCount: 0
  finalHoldViolations: 0
  hold_ws_ns: 0.5187
  fmax_mhz: 262.5
  finalClockPeriodUsage_pct: 77.75
flow_run:
  tool_warnings: 25
  max_cap_viol_count: 0
min_path:
  min_path_type: "flip-flop to flip-flop"
==> final cells by class <==
cell class                      instances  area [sq um]
Multi-Input combinational cell        280          1693
Tap cell                              111         138.9
Sequential cell                        32         803.3
Timing Repair Buffer                   74         723.2
Inverter                                4         15.01
Clock buffer                            8         90.09
Fill cell                             934          5689
==> cell families (layout without fill, tap and decap cells) <==
family | count (synthesis) | after routing | synth area share, %
AND-OR/OR-AND | 76 | 76 | 19.13
XOR/XNOR | 26 | 26 | 8.078
adder cells (fa/ha/maj) | 1 | 1 | 0.4438
buffers and inverters | 84 | 86 | 18.11
flip-flops | 32 | 32 | 28.50
multiplexers | 4 | 4 | 1.509
other | 1 | 48 | 0.1330
AND/OR/NAND/NOR | 125 | 125 | 24.10
==> report_power, final <==
| group | switching [mW] | internal, mW |
|---|---|---|
| Clock | 0.0997 | 0.115 |
| Combinational | 0.102 | 0.167 |
| Sequential | 0.0651 | 0.304 |
==> how the worst min path moves through the flow <==
stage,cells past startpoint,slack [ns],endpoint,from
after CTS,1,0.53,pc[0]$_DFFE_PP0P_,pc[0]$_DFFE_PP0P_
after global routing,1,0.54,pc[1]$_DFFE_PP0P_,pc[1]$_DFFE_PP0P_
final,1,0.52,pc[1]$_DFFE_PP0P_,pc[1]$_DFFE_PP0P_
==> critical path, cell delays in order, from the launching register on <==
cell	delay [ns]
dfrtp_1	0.40
ha_1	0.32
nand3_2	0.17
or4_4	0.59
or3_4	0.41
xnor2_1	0.18
clkdlybuf4s50_1	0.49
==> cell usage in the layout (no fill, tap or decap), types with 4 or more instances in the layout <==
master,n
clkdlybuf4s50_1,68
conb_1,48
nand2_1,31
dfrtp_1,30
a21oi_1,19
nor2_1,15
o22a_1,14
xnor2_1,14
nor3_1,13
nand4_1,13
xor2_1,12
nor3b_1,11
o211ai_1,10
nand3_1,9
nor4_1,9
or3_1,7
clkbuf_8,6
o21ai_0,5
a31oi_1,5
and3_1,5
buf_4,5
a21o_1,4
inv_1,4
==> cells in the mapped netlist (2+ instances only) <==
| library cell | number |
|---|---|
| mux2i_1 | 2 |
| mux2_2 | 2 |
| a22oi_1 | 2 |
| xor2_1 | 12 |
| nor2_1 | 15 |
| dfrtp_1 | 30 |
| a21oi_1 | 20 |
| o311ai_0 | 2 |
| buf_4 | 50 |
| and2_1 | 2 |
| o211ai_1 | 10 |
| nand4_1 | 13 |
| a311o_1 | 2 |
| nor3b_1 | 11 |
| a31oi_1 | 5 |
| o21ba_2 | 2 |
| nand3_1 | 9 |
| nor3_1 | 13 |
| clkbuf_1 | 19 |
| and3_1 | 5 |
| inv_1 | 4 |
| nand2_1 | 31 |
| buf_1 | 5 |
| or3_1 | 7 |
| o2bb2ai_1 | 2 |
| buf_2 | 6 |
| xnor2_1 | 14 |
| or2_2 | 2 |
| nor4_1 | 9 |
| dfstp_2 | 2 |
| o21ai_0 | 5 |
| a311oi_1 | 2 |
| o22a_1 | 14 |
| o21bai_1 | 2 |
| a21o_1 | 4 |
| or4_1 | 2 |
==> routing by layer <==
metal	routed length [um]	global-route usage, %	vias up	part of all wire (%)
met5	0	0	-	0
met4	18	1.148	0	0.26
met3	435	2.020	2	6.3
met2	3339	22.70	102	48
met1	3152	20.62	1189	45
li1	-	-	1254	-
Power and IR drop assume default switching activity.

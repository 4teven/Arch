## flow/config.mk

```make
export PLATFORM = sky130hd
export DESIGN_NAME = IFID
export DESIGN_NICKNAME = IFID
export VERILOG_FILES = /design/flow/design.v
export SDC_FILE = /design/flow/constraint.sdc
export NUM_CORES = 4
export LEC_CHECK = 1
export CORE_UTILIZATION = 40
```

## flow/constraint.sdc

```tcl
current_design IFID

set clk_period 1.1
set clk_io_pct 0.2

create_clock -name clk0 -period $clk_period [get_ports {clk}]

set non_clock_inputs [all_inputs -no_clocks]
set_input_delay [expr $clk_period * $clk_io_pct] -clock clk0 $non_clock_inputs
set_output_delay [expr $clk_period * $clk_io_pct] -clock clk0 [all_outputs]
```

## flow/design.v

```verilog
module IFID(clr,de,clk,instr,imm_ifu,imm_ifuD,pcplus4F,pcplus4D,instrD);
  input clk,clr,de;
  input [31:0]instr;
  input [15:0] imm_ifu;
  input [31:0] pcplus4F;
  output reg[31:0] pcplus4D;
  output reg[31:0] instrD;
  output reg [15:0] imm_ifuD;
  always @(posedge clk)begin
  if(clr)begin 
    instrD=0;
    imm_ifuD=0;
    pcplus4D=0;
end 
else if(de)begin 
    instrD=instrD;
    imm_ifuD=imm_ifuD;
    pcplus4D=pcplus4D;
  end
  else begin
    instrD=instr;
    imm_ifuD=imm_ifu;
    pcplus4D=pcplus4F;
  end
  end
endmodule 
```

## flow/run.sh

```bash
#!/bin/bash
# OpenROAD 26Q1-2900-gdf79404cd8, Yosys 0.63+post, stock flow scripts
make -C /OpenROAD-flow-scripts/flow DESIGN_CONFIG=/design/flow/config.mk WORK_HOME=/design/flow/orfs finish
```

==> impl_metrics.csv <==
group,metric,value,unit
logic_synthesis,syn_area,2870,um^2
grt,grt.total_usage,0.187,
power_and_ir_drop,power_density,1360,nW/um^2
worst_setup_path,worst_ep_arrival_time,0.85,ns
die,initial_utilization,0.418,
worst_setup_path,path_max_fanout,2,
final_timing,hold-worst-slack,0.339,ns
detailed_routing,drtIter0Drc,56,
cts,number_of_h_tree_levels,3,
worst_setup_path,cpMaxStageDelayCell,"dfxtp_2",
detailed_routing,route.antenna.remaining_nets,0,
worst_setup_path,cp.buffers_inverters,1,
run,warning_count,27,
logic_synthesis,seq_area_frac_synth,0.558,
grt,grt_overflow,0,
final_timing,worst_clock_skew,0,ns
worst_setup_path,critical_path.max_stage_delay,0.33,ns
worst_setup_path,worstSetupEndpointType,"output pin",
detailed_routing,route.final.wire_length,6980,um
worst_setup_path,critPathTopFamily,"flip-flops",
die,ios,163,
placement,routabilityCongestion,0.772,
die,std_cell_core_area,6870,um^2
cts,clock_tree_from_tritoncts,"built",
detailed_routing,route.detailed.wl_per_inst,13.3,um
final_timing,rsz0062_at_grt,"false",
logic_synthesis,synth.cells.most_frequent,"dfxtp_1 (80), mux2i_1 (80), nor2_1 (80)",
logic_synthesis,synthesized_registers,80,
finish,register_area,1700,um^2
logic_synthesis,dominantRegCellSynth,"dfxtp_1",
cts,cts_max_path_buffers,2,
finish,area_growth_syn_to_layout,65.8,%
detailed_routing,detail_route.vias_per_cell,4.44,
placement,dp_hpwl,4920,um
grt,grt_pass1_wl,10700,um
final_timing,worst-slew-pin-transition,0.146,ns
cts,clk_transition_reported_paths,0.08,ns
worst_setup_path,critical_path_class,"reg2out",
power_and_ir_drop,irDropWorstVdd,0.000766,V
finish,fillerInstances,548,
grt,grt_start_max_net_pins,30,
logic_synthesis,ys_area,2870,um^2
die,die.size.y,86.7,um
cts,cts-buffers-inserted,9,
cts,insertion_delay,0.34,ns
finish,final-comb-area,1100,um^2
logic_synthesis,topCellsByArea,"dfxtp_1 (56%), mux2i_1 (28%), nor2_1 (10%)",
logic_synthesis,async_flop_share,0,
final_timing,timing.fmax,937,MHz
final_timing,drv_slew,0,
die,fp.dieArea,7520,um^2
run,timing.max_cap.violations,0,
logic_synthesis,synthDistinctLibCells,7,
power_and_ir_drop,power.total,0.00648,W
logic_synthesis,top_area_cell,"dfxtp_1",
finish,finish.utilization,0.692,
final_timing,finalSetupViolCount,0,
cts,cts.root.buffer_cell,"clkbuf_8",
cts,cts_num_sinks,80,
grt,number_of_antenna_violations_at_the_first_check_in_global_routing,0,
final_timing,timing.final.hold_violations,0,
detailed_routing,num_antenna_cells,0,
detailed_routing,firstDrtPassIters,3,
logic_synthesis,synth_stat.cells,258,
cts,post_cts_hold_buffer_count,0,
run_status,run_status,"completed",
grt,grt_pass1_vias,2173,
worst_setup_path,path_cells,"clkdlybuf4s15_1",
logic_synthesis,syn_area_per_cell,11.1,um^2
finish,layout-drive-gt1-share,0.335,
logic_synthesis,synthDominantCellAreaShare,0.558,
worst_hold_path,hp-class,"in2reg",
placement,portBuffers,162,
logic_synthesis,synthCells,258,
worst_setup_path,cp.required,0.88,ns
die,die.size.x,86.7,um
die,row_count,30,
detailed_routing,routed-via-count,2338,
final_timing,maxSlewHeadroom,0.900,
logic_synthesis,ys.warnings.count,1,
final_timing,timing.final.crit_period,1.07,ns
detailed_routing,post-route-drc-count,0,
power_and_ir_drop,power_leakage,2.19,nW
worst_setup_path,startpoint_type,"register",
final_timing,final.period_utilization,0.970,
logic_synthesis,synth-edff-count,0,
[final cells by class]
type / instances / area share
Sequential cell: 80 / 0.358
Timing Repair Buffer: 174 / 0.339
Multi-Input combinational cell: 160 / 0.232
Clock buffer: 12 / 0.0305
Tap cell: 96 / 0.0253
Clock inverter: 4 / 0.0160
[final timing paths]
path,endpoint,cells after the start,slack [ns],start
worst max register to register,instrD[27],3,0.37,instrD[27]
worst min register to register,instrD[20],2,0.49,instrD[20]
worst max-delay path,pcplus4D[9],1,0.03,pcplus4D[9]
worst min-delay path,instrD[24],3,0.34,clr
[repair_timing]
action / 4_1_cts / 5_1_grt
setup endpoints to repair: 80 / 39
buffers inserted: 0 / 3
gates resized: 238 / 38
[sequential cells by signal, indices dropped and copies added, names as in the netlist]
name and cells:
imm_ifuD 16, instrD 32, pcplus4D 32
[metrics by stage]
stage	cells	worst slack [ns]	cell area (um^2)	setup TNS, ns
2_1_floorplan	258	0.234	2870	0
5_1_grt	526	0.000157	4760	0
4_1_cts	523	-0.0415	4910	-0.0415
6_report	526	0.0329	4760	0
3_3_place_gp	507	0.0728	4590	0
3_5_place_dp	507	0.0697	4590	0
[per-layer routing]
metal  wire (um)  up-vias  global-route usage
li1            -     1182                   -
met1        3100     1043               0.263
met2        3080      100               0.290
met3         671       13              0.0638
met4         120        0              0.0348
met5           0        -                   0
[layout by cell type, fill, tap and decap left out, types with 2 or more instances in the layout]
| cell | n |
|---|---|
| buf_12 | 7 |
| clkbuf_1 | 2 |
| clkdlybuf4s15_1 | 44 |
| clkdlybuf4s50_1 | 80 |
| dfxtp_2 | 80 |
| nor2_1 | 80 |
| buf_4 | 6 |
| mux2i_1 | 80 |
| clkbuf_2 | 36 |
| bufinv_16 | 2 |
| clkbuf_8 | 10 |
[cells by family after synthesis]
group	Yosys count	synth area share
muxes	80	0.279
DFF	80	0.558
and+or+nand+nor	80	0.105
buffers and inverters	18	0.0580
[power breakdown]
group,internal (W),switching (W),leakage (nW)
combinational,0.000631,0.000292,1.40
clock,0.00135,0.00102,0.107
sequential,0.00310,0.0000808,0.689
Power is estimated from default activity; no workload was simulated.
